File: ./design.v
`timescale 1ns / 1ps
module single_port_RAM(q,data,rd_addr,wr_addr,wr_en,clk);
    input [7:0] data;
    input [5:0] rd_addr,wr_addr;
    input wr_en,clk;
    output reg [7:0] q;
    reg [7:0] ram[63:0];
    always @(posedge clk) begin
        if(wr_en)
            ram[wr_addr]<=data;
        q<=ram[rd_addr];
    end
endmodule
File: ./run.sh
#!/bin/bash
# OpenROAD 26Q1-2900-gdf79404cd8, Yosys 0.63+post, stock flow scripts
make -C /OpenROAD-flow-scripts/flow DESIGN_CONFIG=/design/flow/config.mk WORK_HOME=/design/flow/orfs finish
File: ./config.mk
export PLATFORM = sky130hd
export DESIGN_NAME = single_port_RAM
export DESIGN_NICKNAME = single_port_RAM
export VERILOG_FILES = /design/flow/design.v
export SDC_FILE = /design/flow/constraint.sdc
export NUM_CORES = 4
export LEC_CHECK = 1
export CORE_UTILIZATION = 50
File: ./constraint.sdc
current_design single_port_RAM

set clk_period 5.3
set clk_io_pct 0.2

create_clock -name clk0 -period $clk_period [get_ports {clk}]

set non_clock_inputs [all_inputs -no_clocks]
set_input_delay [expr $clk_period * $clk_io_pct] -clock clk0 $non_clock_inputs
set_output_delay [expr $clk_period * $clk_io_pct] -clock clk0 [all_outputs]
==> impl_metrics.tcl <==
# implementation run metrics
set metrics [dict create \
    place_ws_ns 1.50 \
    grt_pass1_vias 10300 \
    core-area_um2 39700 \
    ff2ff_setup_slack_ns 3.21 \
    fp.dieW_um 203 \
    row_count 73 \
    dr.first_iter.drc_count 510 \
    synth_warnings 1 \
    setup_viol 0 \
    max_freq_ghz 0.317 \
    syn-cell-area_um2 20200 \
    ys_chip_area_um2 20200 \
    grt_pass1_wl_um 65200 \
    area_delta_synth_final_pct 12.2 \
    clk_latency_ns 0.58 \
    crit_fanout 10 \
    leakage_nw 7.03 \
    critPathLaunch "wr_addr[2]" \
    arrival_ns 3.35 \
    path_buffers 1 \
    cp_slowest_cell "nor2_1" \
    rsz0062_at_grt "no" \
    final_layout_size_suffix_gt1_frac 0.248 \
    root_buffer "clkbuf_16" \
    cts_made_buffers 51 \
    ys_cells 940 \
    final_hold_viol_count 0 \
    syn_avg_cell_area_um2 21.5 \
    synthCells 940 \
    grt_overflow 0 \
    wl_per_cell_um 27.3 \
    endpoint "ram[17][5]" \
    clk_pin_slew_ns 0.06 \
    synth_cell_types 40 \
    grt_util_all_layers 0.247 \
    drv_slew 0 \
    r2r-end "q[0]" \
    htreeDepth 2 \
    cap_violations 0 \
    final-instance-count-excl-fill 1571 \
    relSlewSlack 0.382 \
    ctsHoldBuffers 0 \
    crit_path_end_kind "flop" \
    place_area_um2 21000 \
    cp_slowest_stage_delay_ns 0.90 \
    ys_seq_frac 0.770 \
    fp_util 0.508 \
    numSynthFlops 520 \
    tightest_slew_ns 0.924 \
    ant_nets 0 \
    powerDensity_nw_per_um2 373 \
    r2r_cells 4 \
    io_pins 30 \
    fin_crit_sh 0.595 \
    peakVddDrop_mv 0.213 \
    die_area_um2 41100 \
    regArea_um2 15500 \
    combGateArea_um2 4320 \
    tool_warnings 25 \
    cts_tree "yes" \
    stdcell_area_um2 22600 \
    viasPerCell 6.02 \
    antenna_found_initial 0 \
    whs_ns 0.832 \
    cts.sinks 520 \
    worst-path-stages 4 \
    cts-resized-gates 0 \
    crit_chain "clkdlybuf4s50_1 -> nor2_1 -> nand3_1 -> nor2_1" \
    fin_worst_skew_ns 0.0117 \
    hold_class "flop to flop" \
    port_buffers 29 \
    num_vias 9458 \
    routed_wl_um 42900 \
    crit_type "input pin to flop" \
    dp.cells 1476 \
    drc_errors 0 \
    final.fill_count 2880 \
    fin_setup_tns_ns 0 \
    fin_ws_ns 2.15 \
    status "complete, no violations" \
    cp_top_family "simple AND/OR/NAND/NOR gates" \
    hpwl_um 25300 \
    r2r_start "ram[43][0]" \
    antenna_cells 0 \
    required_ns 5.50 \
    cts_buffer_depth 3 \
    fin_crit_ns 3.15 \
    path_common_cell "nor2_1" \
    cts_setup_buffers 0 \
    gp_congestion 0.873 \
    startpoint_type "input pin" \
    die_y_um 203 \
    dr.pass1.iters 5 \
    grt_max_degree 65 \
]
-- cell families after synthesis --
group | count (synthesis) | synth area share
mux | 162 | 0.159
buf+inv | 51 | 0.0157
simple gates | 153 | 0.0339
flops | 520 | 0.770
compound gates | 54 | 0.0207
-- final cells by class --
| cell class | count | area share |
|---|---|---|
| Sequential cell | 520 | 0.686 |
| Multi-Input combinational cell | 369 | 0.191 |
| Clock buffer | 67 | 0.0614 |
| Tap cell | 525 | 0.0290 |
| Timing Repair Buffer | 62 | 0.0228 |
| Clock inverter | 28 | 0.00978 |
-- through the flow --
stage,total power [W],utilization
6_report,0.00845,0.570
5_1_grt,0.00871,0.570
4_1_cts,0.00853,0.570
3_5_place_dp,0.00508,0.529
3_3_place_gp,0.00507,0.529
2_1_floorplan,0.00489,-
-- flip-flops by register name, summed over array words and instances (netlist names) --
signal and flops:
ram 512, q 8
-- where the power goes --
part	total (W)	internal (W)	leakage, nW	switching, W
clock	0.00347	0.00199	0.781	0.00148
sequential	0.00457	0.00455	4.67	0.0000134
combinational	0.000416	0.000166	1.57	0.000250
total	0.00845	0.00671	7.03	0.00174
-- worst min-delay path by stage --
stage / from / end / slack, ns / cells past startpoint
after global routing: ram[23][0] / q[0] / 0.85 / 4
after CTS: ram[22][0] / q[0] / 0.84 / 4
final: ram[22][0] / q[0] / 0.83 / 4
-- synthesized netlist by cell type (all sizes together) --
| library cell | instances | area, um^2 |
|---|---|---|
| nor2 | 83 | 312 |
| mux2i | 23 | 230 |
| o311ai | 1 | 8.76 |
| o32ai | 2 | 17.5 |
| o21a | 2 | 15.0 |
| nand4b | 1 | 8.76 |
| edfxtp | 512 | 15400 |
| o221ai | 8 | 70.1 |
| nor3 | 7 | 35.0 |
| nand4 | 2 | 12.5 |
| o21ai | 4 | 20.0 |
| nand3 | 13 | 65.1 |
| o2111ai | 3 | 26.3 |
| a211oi | 4 | 30.0 |
| and2 | 1 | 6.26 |
| o221a | 2 | 22.5 |
| nand2b | 7 | 43.8 |
| clkbuf | 17 | 63.8 |
| nor4 | 2 | 12.5 |
| nor2b | 14 | 87.6 |
| o22ai | 8 | 50.1 |
| dfxtp | 8 | 160 |
| nand2 | 19 | 71.3 |
| a221oi | 6 | 52.6 |
| mux2 | 13 | 146 |
| nand3b | 3 | 22.5 |
| a2111oi | 2 | 17.5 |
| mux4 | 126 | 2840 |
| buf | 34 | 253 |
| o2bb2ai | 3 | 26.3 |
| o41ai | 2 | 17.5 |
| a22oi | 3 | 22.5 |
| or3 | 1 | 6.26 |
| a31oi | 1 | 6.26 |
| a21oi | 3 | 15.0 |
-- layer usage --
metal | GRT usage | vias up | wire (um)
met5 | 0.00833 | - | 0
met4 | 0.0427 | 0 | 950
met3 | 0.135 | 66 | 5590
met2 | 0.354 | 515 | 20400
met1 | 0.389 | 4805 | 16000
li1 | - | 4072 | -
-- worst reg2reg max path, cell delays in order (launching register included) --
cell and delay, ns:
edfxtp_1 0.37, mux4_2 0.46, mux2_2 0.29, a221oi_1 0.68
o2bb2ai_1 0.15
-- cell usage in the layout, fill, tap and decap left out, drive strengths merged, types with 14 or more instances in the layout --
cell,count
nand2,19
nor2,83
edfxtp,512
clkdlybuf4s50,17
mux4,126
clkinv,20
buf,44
clkbuf,68
mux2i,23
nor2b,14
Power is estimated from default activity; no workload was simulated.
