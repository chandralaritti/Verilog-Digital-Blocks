### design/flow/design.v
`timescale 1ns / 1ps
module dual_port_RAM(q,data,rd_addr,wr_addr,wr_en,rd_clk,wr_clk);
    input [7:0] data;
    input [5:0] rd_addr,wr_addr;
    input wr_en,rd_clk,wr_clk;
    output reg [7:0] q;
    reg [7:0] ram[63:0];
    always @(posedge wr_clk)
        if(wr_en)
            ram[wr_addr]<=data;
    always @(posedge rd_clk)
        q<=ram[rd_addr];
endmodule
### design/flow/run.sh
#!/bin/bash
# OpenROAD 26Q1-2900-gdf79404cd8, Yosys 0.63+post, stock flow scripts
make -C /OpenROAD-flow-scripts/flow DESIGN_CONFIG=/design/flow/config.mk WORK_HOME=/design/flow/orfs finish
### design/flow/config.mk
export PLATFORM = sky130hd
export DESIGN_NAME = dual_port_RAM
export DESIGN_NICKNAME = dual_port_RAM
export VERILOG_FILES = /design/flow/design.v
export SDC_FILE = /design/flow/constraint.sdc
export NUM_CORES = 4
export LEC_CHECK = 1
export CORE_UTILIZATION = 30
### design/flow/constraint.sdc
current_design dual_port_RAM

set clk_period 4.0
set clk_io_pct 0.2

create_clock -name clk0 -period $clk_period [get_ports {rd_clk}]
create_clock -name clk1 -period $clk_period [get_ports {wr_clk}]

set non_clock_inputs [all_inputs -no_clocks]
set_input_delay [expr $clk_period * $clk_io_pct] -clock clk0 $non_clock_inputs
set_output_delay [expr $clk_period * $clk_io_pct] -clock clk0 [all_outputs]
==> notes.org <==
* Flow results

** Outcome
- Run status :: completed

** Yosys
- After synthesis, the chip area reported by Yosys is 20200 µm².
- Cell type with the highest aggregate area in the netlist :: sky130_fd_sc_hd__edfxtp_1
- In the Yosys stats the netlist draws on 40 distinct library cells.
- Yosys reports that the leading cell type by area covers 76.2% of the netlist area.
- The synthesized netlist occupies a cell area of 20200 µm².
- Yosys stat counts 940 cells in the synthesized netlist.
- Post-synthesis instance total :: 940
- Ranked by total cell area, the synthesized netlist is headed by sky130_fd_sc_hd__edfxtp_1 76%, sky130_fd_sc_hd__mux4_2 14%, sky130_fd_sc_hd__nor2_1 1.5%.
- Of all flip-flops after synthesis, the portion carrying an async set or reset was 0%.
- The synthesized design contains 512 enable-type register cells.
- Most used flip-flop cell after synthesis :: sky130_fd_sc_hd__edfxtp_1
- By instance count, the leading cell after synthesis is sky130_fd_sc_hd__edfxtp_1.
- Top post-synthesis cells by count :: 512 x sky130_fd_sc_hd__edfxtp_1, 126 x sky130_fd_sc_hd__mux4_2, 83 x sky130_fd_sc_hd__nor2_1, 23 x sky130_fd_sc_hd__mux2i_1, 19 x sky130_fd_sc_hd__nand2_1
- Dividing the synthesized area by the synthesized cell count gives 21.5 µm².
- Yosys warns :: 1
- Share of synthesized area occupied by flip-flops and latches :: 77.0%
- The synthesis stat section lists a flop and latch total of 520.

** Routing
- Vias after detailed routing :: 9712
- In the routed design, unresolved DRC markers number 0.
- Overall routed net length :: 44400 µm
- Before antenna repair, the detailed router went through 18 iterations.
- The routed design ends up with an antenna cell count of 0.
- Antenna violation net count after detailed routing :: 0
- Detail-routed via count per cell :: 4.92
- Mean routed wirelength per cell :: 22.5 µm
- Number of DRC markers in iteration 0 :: 630

** Place
- Port buffer count :: 29
- OpenSTA, run right after detailed placement, puts the worst setup slack at 0.731 ns.
- Area of placed instances :: 21900 µm²
- Placed Instances :: 1874
- Final weighted congestion of routability-driven global placement :: 0.880
- HPWL Detailed :: 28000 µm

** Power
- Net switching is 20.6% of the power.
- The switching component of the power was reported as 2.37 mW.
- Power Total :: 11.5 mW
- Register share of total power :: 52.7%
- The share of total power dissipated in combinational logic is 5.0%.
- Summed over all cells, the static leakage comes to 7.41 nW.
- Total power per unit cell area :: 486 nW/µm²
- Part of the power in the clock network :: 42.3%
- IR analysis of the VDD net gives a maximum drop of 334 µV.
- Internal cell power :: 9.11 mW

** Die
- In this run the full chip footprint comes out at 68300 µm².
- Per the OpenROAD floorplan log, the width of the die is 261 µm.
- Num ports :: 31
- Core outline area :: 66100 µm²
- Die boundary height :: 261 µm
- The initial utilization of the core area, before any placement, comes to 30.5%.
- The initialized floorplan defines 94 standard-cell rows.

** Worst setup path
- For the worst setup path, the data required time is 4.08 ns.
- The setup path with the least slack is of type input pin to register.
- Endpoint type of the worst setup path :: register
- Along the worst path, the maximum fanout reaches 47.
- STA classifies the critical path startpoint as an input pin.
- Arr. time, crit path :: 3.01 ns

** Timing
- Final setup violation count :: 0
- Fin Hold WS :: 0.461 ns
- Final Max-Slew Violation Tally :: 0
- Setup repair after global routing left no endpoint under its margin.
- Worst-case setup margin in the final layout :: 1.07 ns
- The final hold violation count recorded for this run is 0.
- Tightest Pin Transition :: 0.790 ns
- Checking max transition, the worst relative margin is 47.2%.
- Post-Route Setup TNS :: 0 ns

** Job
- Across all stage logs, warnings added up to 26.
- Max-cap violations :: 0

** Clock tree
- Postcts setup bufs :: 0
- CTS clk-pin slew, worst paths :: 0.06 ns
- Clock sink count :: 520
- Number of gates resized after CTS :: 0
- TritonCTS built the clock tree.
- Count of hold buffers inserted by post-cts repair :: 0

** Finish
- Cells with a size suffix above 1 make up 29.0% of the layout.
- The layout stage reports a final design area of 23600 µm².
- For this run, the share of the core covered by cells in the final layout is 35.7%.
- Non-filler instance count after layout :: 1973
- The area growth from synthesis to layout is 17.1%.

** Global routing
- The number of global-route vias before repair came to 10561.
- Number of antenna violations at the first check in global routing :: 0
- Global route overflow :: 0
- Total global-route track usage over all layers is 14.4%.
- The first global-routing pass estimated 67000 µm of wire.
- Entering global routing, the biggest net connects 65 pins.

** Worst hold path
- HP Class :: input pin to register
## sequential cells by signal (all words and copies together) (netlist names)
name,count
q,8
ram,512
## power groups by stage
stage | logic (mW) | clock network, mW | registers [mW]
after CTS | 0.583 | 4.96 | 6.05
after global routing | 0.622 | 5.18 | 6.05
final | 0.571 | 4.85 | 6.05
## layout by cell type, fill, tap and decap left out, drive strengths merged, types with 3 or more instances in the layout
master,Yosys,layout
edfxtp,512,512
mux4,126,126
buf,34,103
nor2,83,83
clkbuf,17,68
clkinv,0,27
mux2i,23,23
nand2,19,19
clkdlybuf4s50,0,17
nor2b,14,14
mux2,13,13
nand3,13,13
o221ai,8,8
o22ai,8,8
dfxtp,8,8
nand2b,7,7
nor3,7,7
a221oi,6,6
a211oi,4,4
bufinv,0,4
o21ai,4,4
nand3b,3,3
a21oi,3,3
a22oi,3,3
o2111ai,3,3
o2bb2ai,3,3
## cell families (layout without fill, tap and decap cells)
| logic type | after synthesis | after routing | synth area share [%] |
|---|---|---|---|
| AOI/OAI and AO/OA | 54 | 54 | 2.07 |
| DFF | 520 | 520 | 77.0 |
| muxes | 162 | 162 | 15.9 |
| and+or+nand+nor | 153 | 153 | 3.39 |
| buffers and inverters | 51 | 220 | 1.57 |
## layout make-up
cell class                 count  area (µm²)
clock inverter                32         263
tap                          864        1080
fill                        5997       42500
sequential                   520       15500
timing repair buffer         121         960
clock buffer                  67        1460
multi-input combinational    369        4320
## path summary, 6_finish.rpt
check                           slack (ns)         end  cells after the start  startpoint
worst min-delay path                  0.46  ram[20][2]                      1     data[2]
worst max-delay path                  1.07        q[1]                      7  rd_addr[0]
max in group clk1                     1.30  ram[27][6]                      4  wr_addr[1]
min in group clk0                     1.21        q[4]                      3  ram[26][4]
worst max register to register        1.49        q[4]                      5  ram[29][4]
worst min register to register        1.21        q[4]                      3  ram[26][4]
## worst max-delay path, stage by stage
cell and delay, ns:
sky130_fd_sc_hd__clkbuf_8 0.30, sky130_fd_sc_hd__buf_12 0.35, sky130_fd_sc_hd__mux4_2 0.60, sky130_fd_sc_hd__mux4_2 0.53, sky130_fd_sc_hd__nor2_1 0.12, sky130_fd_sc_hd__nor3_1 0.07, sky130_fd_sc_hd__o2bb2ai_1 0.17
## routing by layer
metal  GRT usage, %  vias up  wire length (µm)
met3           9.97       70              6380
met2           20.9      493             20400
li1               -     4185                 -
met1           18.2     4964             16500
met4           3.08        0              1090
met5              0        -                 0
Power and IR drop assume default switching activity.
